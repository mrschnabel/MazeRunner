==> flow/design.v <==
module CommMaster(
clk,
rst_n,
cmd,
send_cmd,
TX,
cmd_sent
);
input clk;
input rst_n;
input [15:0] cmd;
input send_cmd;
output reg TX;
output reg cmd_sent;
reg [7:0] LOWER_BYTE;	 
reg [7:0] tx_data;	 
logic trmt;		 
logic tx_done;		 
logic set_cmd_cmplt;	 
logic sel;		 
logic clr_cmd_cmplt;	 
UART_tx iTX(.clk(clk),.rst_n(rst_n),.TX(TX),.trmt(trmt),.tx_data(tx_data),.tx_done(tx_done));
always_ff @(posedge clk)begin
	if(send_cmd)
		LOWER_BYTE <= cmd[7:0];
end
assign tx_data = (sel) ? cmd[15:8] : LOWER_BYTE;	 
typedef enum reg [2:0] {UPPER,LOWER,DONE} state_t;
state_t state, nxt_state;
always_ff @(posedge clk, negedge rst_n)begin
	if(!rst_n)
		state <= UPPER;
	else
		state <= nxt_state;
end
always_comb begin
	sel = 0;
	trmt = 0;
	set_cmd_cmplt = 0;
	clr_cmd_cmplt = 0;
	nxt_state = state_t'(state);
	case(state)
		UPPER: begin	 
			if(send_cmd)begin	 
				sel = 1;	 
				trmt= 1;	 
				clr_cmd_cmplt = 1;
				nxt_state = LOWER;
			end
		end
		LOWER: begin	 
			if(tx_done)begin	 
				trmt = 1;	
				nxt_state = DONE;
			end
		end
		DONE: begin
			if(tx_done)begin	 
				set_cmd_cmplt = 1;
				nxt_state = UPPER;
			end
		end
		default: begin
			nxt_state = UPPER;
		end
	endcase
end
always @(posedge clk, negedge rst_n)begin
	if(!rst_n)begin
		cmd_sent <= 0;
	end
	else if(set_cmd_cmplt)begin
		cmd_sent <= 1;
	end
	else if(clr_cmd_cmplt)begin
		cmd_sent <= 0;
	end
end
endmodule
module UART_tx(clk,rst_n,TX,trmt,tx_data,tx_done);
input clk,rst_n;		 
input trmt;				 
input [7:0] tx_data;	 
output TX, tx_done;		 
reg [8:0] shift_reg;	 
reg [3:0] bit_cnt;		 
reg [12:0] baud_cnt;	 
reg tx_done;			 
reg load, trnsmttng;		 
wire shift;
typedef enum reg {IDLE,TX_STATE} state_t;
state_t state,nxt_state;
always @(posedge clk or negedge rst_n)
  if (!rst_n)
    state <= IDLE;
  else
    state <= nxt_state;
always @(posedge clk or negedge rst_n)
  if (!rst_n)
    bit_cnt <= 4'b0000;
  else if (load)
    bit_cnt <= 4'b0000;
  else if (shift)
    bit_cnt <= bit_cnt+1;
always @(posedge clk or negedge rst_n)
  if (!rst_n)
    baud_cnt <= 5208;
  else if (load || shift)
    baud_cnt <= 5208;			 
  else if (trnsmttng)
    baud_cnt <= baud_cnt-1;		 
always @(posedge clk or negedge rst_n)
  if (!rst_n)
    shift_reg <= 9'h1FF;		 
  else if (load)
    shift_reg <= {tx_data,1'b0};	 
  else if (shift)
    shift_reg <= {1'b1,shift_reg[8:1]};	 
always @(posedge clk or negedge rst_n)
  if (!rst_n)
    tx_done <= 1'b0;
  else if (trmt)
    tx_done <= 1'b0;
  else if (bit_cnt==4'b1010)
    tx_done <= 1'b1;
always @(state,trmt,shift,bit_cnt)
  begin
    load         = 0;
    trnsmttng = 0;
    nxt_state    = IDLE;	 
    case (state)
      IDLE : begin
        if (trmt)
          begin
            nxt_state = TX_STATE;
            load = 1;
          end
        else nxt_state = IDLE;
      end
      default : begin		 
        if (bit_cnt==4'b1010)
          nxt_state = IDLE;
        else
          nxt_state = TX_STATE;
        trnsmttng = 1;
      end
    endcase
  end
assign shift = ~|baud_cnt;
assign TX = shift_reg[0];		 
endmodule
==> flow/run.sh <==
#!/bin/bash
# OpenROAD 26Q1-2900-gdf79404cd8, Yosys 0.63+post, stock flow scripts
make -C /OpenROAD-flow-scripts/flow DESIGN_CONFIG=/design/flow/config.mk WORK_HOME=/design/flow/orfs finish
==> flow/config.mk <==
export PLATFORM = sky130hd
export DESIGN_NAME = CommMaster
export DESIGN_NICKNAME = CommMaster
export VERILOG_FILES = /design/flow/design.v
export SDC_FILE = /design/flow/constraint.sdc
export NUM_CORES = 4
export LEC_CHECK = 1
export CORE_UTILIZATION = 40
==> flow/constraint.sdc <==
current_design CommMaster

set clk_period 4.2
set clk_io_pct 0.2

create_clock -name clk0 -period $clk_period [get_ports {clk}]

set non_clock_inputs [all_inputs -no_clocks]
set_input_delay [expr $clk_period * $clk_io_pct] -clock clk0 $non_clock_inputs
set_output_delay [expr $clk_period * $clk_io_pct] -clock clk0 [all_outputs]
==> PnR_summary.wiki <==
=== Physical design figures ===
{| class="wikitable"
! Metric !! Value
|-
| Actual slew at the worst max-slew pin || 0.6290 ns
|-
| Max H-tree Level || 2
|-
| CP startpoint kind || primary input
|-
| Initial antenna violation count || 0
|-
| Met1 track utilization from global routing || 24.92%
|-
| Number of warning messages in the yosys log || 3
|-
| Pin count of the biggest net entering global routing || 33
|-
| Buffers from clock root to sink, at most || 2
|-
| Max VDD drop || 192.4 uV
|-
| Synth-to-layout area growth || 19.26%
|-
| GR Overflow Total || 0
|-
| Standard-cell row count || 24
|-
| Final critical-path share of the clock period || 64.64%
|-
| Max FFs per register || 13
|-
| Flip-flops with a built-in enable || 8
|-
| Final core area utilization || 51.26%
|-
| Post-route clock skew || 0.006688 ns
|-
| Flops & latches, synth || 40
|-
| PostCTS Resize Cnt || 0
|-
| Vias after detailed routing || 1251
|-
| TritonCTS clock tree || built
|-
| Switching portion of total power || 20.44%
|-
| Origin of the worst min-delay path || iTX.shift_reg[6]
|-
| Cell depth of the worst min-delay path || 2
|-
| Number of endpoints with negative hold slack in the final report || 0
|-
| Hold buffer count at CTS || 0
|-
| Fill cells || 394
|-
| Clock latency on the worst-skew pair || 0.29 ns
|-
| WL final || 3.458 mm
|-
| Post-synth seq share || 55.11%
|-
| First-pass GRT wire length || 6.065 mm
|-
| Number of failing setup endpoints in the final timing report || 0
|-
| GRT busiest layer || met2
|-
| Kind of end point of the critical path || flop
|-
| Arrival time at the worst endpoint || 2.88 ns
|-
| HPWL reported at the end of detailed placement || 2.406 mm
|-
| Max Clock Freq || 368.4 MHz
|-
| DRC Markers || 0
|-
| Via-to-Cell Ratio || 5.127
|-
| Time the final worst path needs with I/O delays and setup || 2.715 ns
|-
| Flop-to-flop setup slack || 2.35 ns
|-
| Power density over the cells || 331.2 nW/um^2
|-
| Part of the total power dissipated in combinational logic || 4.5%
|-
| R2r endpoint || iTX.shift_reg[7]
|-
| Net switching power || 0.1553 mW
|-
| Layout cell share with drive strength beyond 1 || 21.35%
|-
| Post-CTS Setup Inserts || 0
|-
| Met2 capacity usage during global routing || 25.40%
|-
| Area of the mapped netlist || 1923 sq um
|-
| Final slew viol count || 0
|-
| Most common cell after layout, fill and taps aside || sky130_fd_sc_hd__nand2_1
|-
| CTS buffer count || 5
|-
| Width of the chip || 71.34 um
|-
| Vertical extent of the die || 71.34 um
|-
| Critical path class || in2reg
|-
| RSZ-0062 raised after global routing || false
|-
| Internal Power || 0.6043 mW
|-
| Worst slew slack as a fraction of its limit || 57.98%
|-
| Leakage power figure || 0.9510 nW
|-
| Maximum fanout along the worst path || 16
|-
| Clock slew seen by the registers of the worst setup and hold paths || 0.08 ns
|-
| Yosys top cell by area || sky130_fd_sc_hd__dfrtp_1
|-
| PortBufs || 20
|-
| Clock sinks || 40
|-
| GR met3 Demand/Resource || 4.565%
|-
| Die outline area || 5089 sq um
|-
| Power share of the clock group || 41.9%
|-
| Yosys chip area || 1923 sq um
|-
| Critical register-to-register path startpoint || iTX.baud_cnt[5]
|-
| Number of standard cells reported by yosys || 166
|-
| Worst endpoint required time || 4.37 ns
|-
| Most common reg cell || sky130_fd_sc_hd__dfrtp_1
|-
| Number of nets with antenna violations after routing || 0
|-
| Mean routed wirelength per cell || 14.17 um
|-
| Number of max-cap violations || 0
|-
| All-Layer GR Usage || 16.25%
|-
| Share of synthesized registers carrying an async set or reset || 80.00%
|-
| Pre-Place Util || 42.98%
|-
| Routability-driven placement congestion ratio || 0.8355
|-
| Largest cells by area || sky130_fd_sc_hd__dfrtp_1, sky130_fd_sc_hd__dfstp_2, sky130_fd_sc_hd__edfxtp_1, sky130_fd_sc_hd__nand2_1, sky130_fd_sc_hd__xor2_1
|-
| Hold WC Path Type || reg2reg
|-
| CTS Root Buffer Type || sky130_fd_sc_hd__clkbuf_8
|-
| Avg Inst Size Synth || 11.58 sq um
|-
| Number of distinct library cells after synthesis || 39
|-
| Number of instances in the synthesized netlist || 166
|-
| Number of cells on the worst reg-to-reg path || 4
|-
| Number of warnings in the stage logs || 27
|-
| Core Area || 4474 sq um
|-
| Number of global-route vias before repair || 1287
|-
| Endpoint, Worst Hold || iTX.shift_reg[6]
|-
| First-pass detailed-route iteration total || 19
|-
| DRT iter0 DRCs || 53
|-
| Most frequent logic cells in the routed design || sky130_fd_sc_hd__nand2_1, sky130_fd_sc_hd__clkdlybuf4s50_1, sky130_fd_sc_hd__dfrtp_1
|-
| Result of the run || complete, no violations
|-
| Setup TNS after final layout || 0 ns
|-
| Top area contributor share || 22.12%
|-
| Final antenna diode count || 0
|-
| Top Ports || 21
|-
| Register share of total power || 53.6%
|}
## routing by layer
metal	share of wire (%)	routed length, um
met1	46	1604
met2	50	1717
met5	0	0
met4	1.1	37
met3	2.8	98
## cell type report
cell class                      count  area, sq um  area share (%)
Timing Repair Buffer               23        222.7           9.711
Clock buffer                        5        68.82           3.001
Inverter                            7        26.28           1.146
Clock inverter                      3        47.55           2.073
Sequential cell                    40         1060           46.21
Tap cell                           52        65.06           2.837
Multi-Input combinational cell    114        803.3           35.02
## how the worst max path moves through the flow
stage | from | endpoint | slack (ns) | cells past startpoint
final | send_cmd | iTX.baud_cnt[1] | 1.49 | 6
after global routing | send_cmd | iTX.baud_cnt[2] | 1.28 | 6
after CTS | send_cmd | iTX.baud_cnt[1] | 1.48 | 6
## synthesized netlist by cell type (2+ instances only)
master	count
sky130_fd_sc_hd__buf_2	3
sky130_fd_sc_hd__ha_1	4
sky130_fd_sc_hd__and4bb_2	2
sky130_fd_sc_hd__dfstp_2	15
sky130_fd_sc_hd__a21oi_1	3
sky130_fd_sc_hd__o21ai_1	4
sky130_fd_sc_hd__nand2_1	22
sky130_fd_sc_hd__nor3b_1	2
sky130_fd_sc_hd__mux2_2	6
sky130_fd_sc_hd__dfrtp_1	17
sky130_fd_sc_hd__edfxtp_1	8
sky130_fd_sc_hd__nand4_1	3
sky130_fd_sc_hd__nand3_1	5
sky130_fd_sc_hd__o21ai_0	5
sky130_fd_sc_hd__xor2_1	9
sky130_fd_sc_hd__nor4_4	2
sky130_fd_sc_hd__mux2i_1	7
sky130_fd_sc_hd__nor2_1	16
sky130_fd_sc_hd__and3_1	2
sky130_fd_sc_hd__inv_1	7
sky130_fd_sc_hd__xnor2_1	6
## critical path, cell delays in order
cell                              delay, ns
sky130_fd_sc_hd__clkdlybuf4s50_1       0.81
sky130_fd_sc_hd__nand2_1               0.39
sky130_fd_sc_hd__a21oi_2               0.20
sky130_fd_sc_hd__buf_4                 0.24
sky130_fd_sc_hd__nand2b_1              0.31
sky130_fd_sc_hd__a211oi_1              0.09
## power by group through the flow
| stage | Combinational, mW | Clock (mW) | Sequential [mW] |
|---|---|---|---|
| after CTS | 0.0352 | 0.329 | 0.407 |
| after global routing | 0.0376 | 0.349 | 0.408 |
| final | 0.0341 | 0.318 | 0.407 |
## cell families after synthesis
group | after synthesis | share of synthesized area [%]
flip-flops | 40 | 55.11
AND-OR/OR-AND | 19 | 6.507
adder cells (fa/ha/maj) | 4 | 2.603
XOR/XNOR | 15 | 6.832
AND/OR/NAND/NOR | 63 | 18.67
multiplexers | 13 | 7.157
buffers and inverters | 12 | 3.123
## stage by stage
stage          hold slack (ns)  setup WS [ns]  area (sq um)  power, mW  instances
2_1_floorplan           0.4214          2.435          1923     0.4196        166
6_report                0.4678          1.485          2293     0.7596        244
3_3_place_gp            0.4579          1.236          2177     0.4493        236
5_1_grt                 0.4792          1.280          2293     0.7954        244
3_5_place_dp            0.4598          1.168          2177     0.4498        236
4_1_cts                 0.4708          1.476          2293     0.7719        244
Power and IR drop assume default switching activity.
